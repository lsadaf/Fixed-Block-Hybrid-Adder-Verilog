### flow/config.mk
export PLATFORM = sky130hd
export DESIGN_NAME = cla8_nocin
export DESIGN_NICKNAME = cla8_nocin
export VERILOG_FILES = /design/flow/design.v
export SDC_FILE = /design/flow/constraint.sdc
export NUM_CORES = 4
export LEC_CHECK = 1
export CORE_AREA = 10 10 70 70
export DIE_AREA = 0 0 80 80
### flow/constraint.sdc
current_design cla8_nocin

set clk_period 4.0
set clk_io_pct 0.2

create_clock -name clk0 -period $clk_period

set non_clock_inputs [all_inputs -no_clocks]
set_input_delay [expr $clk_period * $clk_io_pct] -clock clk0 $non_clock_inputs
set_output_delay [expr $clk_period * $clk_io_pct] -clock clk0 [all_outputs]
### flow/design.v
`timescale 1ns/1ps
`default_nettype none
module fbha_adder #(
  parameter N = 32,          
  parameter K = 24,          
  parameter LSB_HAS_CIN = 1  
)(
  input  wire         clk,
  input  wire         rst,
  input  wire         start,
  input  wire [N-1:0] A,
  input  wire [N-1:0] B,
  input  wire         Cin,
  output reg  [N-1:0] Sum,
  output reg          Cout,
  output reg          done
);
  reg [N-1:0] A_r, B_r;
  reg         Cin_r;
  always @(posedge clk or posedge rst) begin
    if (rst) begin
      A_r   <= {N{1'b0}};
      B_r   <= {N{1'b0}};
      Cin_r <= 1'b0;
    end else if (start) begin
      A_r   <= A;
      B_r   <= B;
      Cin_r <= Cin;
    end
  end
  wire [K-1:0] sum_lo;
  wire         cK;
  cla24_844422 #(.LSB_HAS_CIN(LSB_HAS_CIN)) u_cla24 (
    .a    (A_r[K-1:0]),
    .b    (B_r[K-1:0]),
    .cin  (Cin_r),
    .sum  (sum_lo),
    .cout (cK)
  );
  wire [N-K-1:0] sum_hi;
  wire           cN;
  csla8 u_csla_hi (
    .a    (A_r[N-1:K]),
    .b    (B_r[N-1:K]),
    .sel  (cK),
    .sum  (sum_hi),
    .cout (cN)
  );
  wire [N-1:0] Sum_comb  = {sum_hi, sum_lo};
  wire         Cout_comb = cN;
  reg start_d;
  always @(posedge clk or posedge rst) begin
    if (rst) begin
      Sum     <= {N{1'b0}};
      Cout    <= 1'b0;
      start_d <= 1'b0;
      done    <= 1'b0;
    end else begin
      Sum     <= Sum_comb;
      Cout    <= Cout_comb;
      start_d <= start;
      done    <= start_d;
    end
  end
endmodule
module fa (
  input  wire a, b, cin,
  output wire sum, cout
);
  wire p = a ^ b;
  assign sum  = p ^ cin;
  assign cout = (a & b) | (p & cin);
endmodule
module rca #(parameter W = 8)(
  input  wire [W-1:0] a,
  input  wire [W-1:0] b,
  input  wire         cin,
  output wire [W-1:0] sum,
  output wire         cout
);
  wire [W:0] c;
  assign c[0] = cin;
  genvar i;
  generate
    for (i=0; i<W; i=i+1) begin : g_fa
      fa u_fa (.a(a[i]), .b(b[i]), .cin(c[i]), .sum(sum[i]), .cout(c[i+1]));
    end
  endgenerate
  assign cout = c[W];
endmodule
module cla2_nocin(
  input  wire [1:0] a, b,
  output wire [1:0] sum,
  output wire       cout
);
  wire [1:0] g = a & b;
  wire [1:0] p = a ^ b;
  wire c1 = g[0];
  wire c2 = g[1] | (p[1] & g[0]);
  assign sum  = {p[1]^c1, p[0]^1'b0};
  assign cout = c2;
endmodule
module cla2_cin(
  input  wire [1:0] a, b,
  input  wire       cin,
  output wire [1:0] sum,
  output wire       cout
);
  wire [1:0] g = a & b;
  wire [1:0] p = a ^ b;
  wire c1 = g[0] | (p[0] & cin);
  wire c2 = g[1] | (p[1] & c1);
  assign sum  = {p[1]^c1, p[0]^cin};
  assign cout = c2;
endmodule
module cla4(
  input  wire [3:0] a, b,
  input  wire       cin,
  output wire [3:0] sum,
  output wire       cout
);
  wire [3:0] g = a & b;
  wire [3:0] p = a ^ b;
  wire c1 = g[0] | (p[0] & cin);
  wire c2 = g[1] | (p[1] & g[0]) | (p[1] & p[0] & cin);
  wire c3 = g[2] | (p[2] & g[1]) | (p[2] & p[1] & g[0])
            | (p[2] & p[1] & p[0] & cin);
  wire c4 = g[3] | (p[3] & g[2]) | (p[3] & p[2] & g[1])
            | (p[3] & p[2] & p[1] & p[0] & cin);
  assign sum  = {p[3]^c3, p[2]^c2, p[1]^c1, p[0]^cin};
  assign cout = c4;
endmodule
module cla8_nocin(
  input  wire [7:0] a, b,
  output wire [7:0] sum,
  output wire       cout
);
  wire [3:0] s0, s1; 
  wire c4, c8;
  cla4 u0(.a(a[3:0]), .b(b[3:0]), .cin(1'b0), .sum(s0), .cout(c4));
  cla4 u1(.a(a[7:4]), .b(b[7:4]), .cin(c4),   .sum(s1), .cout(c8));
  assign sum  = {s1, s0};
  assign cout = c8;
endmodule
module cla24_844422 #(
  parameter LSB_HAS_CIN = 1
)(
  input  wire [23:0] a, b,
  input  wire        cin,
  output wire [23:0] sum,
  output wire        cout
);
  wire [7:0] s8;  wire c8;
  wire [3:0] s4a; wire c12;
  wire [3:0] s4b; wire c16;
  wire [3:0] s4c; wire c20;
  wire [1:0] s2a; wire c22;
  wire [1:0] s2b; wire c24;
  generate
    if (LSB_HAS_CIN) begin : g_8_with_cin
      wire [3:0] s0; wire c4;
      cla4 u0(.a(a[3:0]), .b(b[3:0]), .cin(cin), .sum(s0), .cout(c4));
      cla4 u1(.a(a[7:4]), .b(b[7:4]), .cin(c4),  .sum(s8[7:4]), .cout(c8));
      assign s8[3:0] = s0;
    end else begin : g_8_nocin
      cla8_nocin u8(.a(a[7:0]), .b(b[7:0]), .sum(s8), .cout(c8));
    end
  endgenerate
  cla4     u4a (.a(a[11:8]),  .b(b[11:8]),  .cin(c8),  .sum(s4a), .cout(c12));
  cla4     u4b (.a(a[15:12]), .b(b[15:12]), .cin(c12), .sum(s4b), .cout(c16));
  cla4     u4c (.a(a[19:16]), .b(b[19:16]), .cin(c16), .sum(s4c), .cout(c20));
  cla2_cin u2a (.a(a[21:20]), .b(b[21:20]), .cin(c20), .sum(s2a), .cout(c22));
  cla2_cin u2b (.a(a[23:22]), .b(b[23:22]), .cin(c22), .sum(s2b), .cout(c24));
  assign sum  = {s2b, s2a, s4c, s4b, s4a, s8};
  assign cout = c24;
endmodule
module csla8(
  input  wire [7:0] a, b,
  input  wire       sel,  
  output wire [7:0] sum,
  output wire       cout
);
  wire [7:0] sum0, sum1;
  wire c0, c1;
  rca #(.W(8)) r0(.a(a), .b(b), .cin(1'b0), .sum(sum0), .cout(c0));
  rca #(.W(8)) r1(.a(a), .b(b), .cin(1'b1), .sum(sum1), .cout(c1));
  assign {cout, sum} = sel ? {c1, sum1} : {c0, sum0};
endmodule
### flow/run.sh
#!/bin/bash
# OpenROAD 26Q1-2900-gdf79404cd8, Yosys 0.63+post, stock flow scripts
make -C /OpenROAD-flow-scripts/flow DESIGN_CONFIG=/design/flow/config.mk WORK_HOME=/design/flow/orfs finish
==> Changelog: implementation <==
## Implementation

- Worst Path Buf+Inv: 2
- Data required, critical path: between 3 and 4 ns
- Hold-fix buffers, CTS: 0
- Largest net degree at the start of global routing: 7
- Critical Path Start Type: input pin
- # Cells Yosys: 36
- CP max stage delay: roughly 0.49 ns
- Cell with the most instances after synthesis: ha_1
- Crit-path leading delay family: buffers and inverters
- Gr busiest metal: met1
- CP Capture Type: output pin
- P per Cell Area: roughly 140 nW/µm²
- Hold endpoint: sum[0]
- Overall Global Routing Usage: under 10%
- First drt pass iteration count: 2
- Post-cts sizing count: 0
- Clock buffers: 0
- Slew Viols, Final: 0
- Area leader share: a little under a third
- MaxCap Viol Count: 0
- Hold Path Depth: 3
- HP Class: in2out
- Area growth syn-to-layout: 93.9%
- Max VDD drop: 0.0464 mV
- Switching Share: 32.2%
- DRT iter0 DRCs: 2
- Flops: 0
- Pint: 0.0605 mW
- HP Start: b[0]
- Slowest-stage cell, CP: clkdlybuf4s50_1
- FF+latch area: 0 µm²
- Number of buffers added on ports: 25
- Comb pwr share: 100.0%
- Post-route ant nets: 0
- Initial antenna violation count: 0
- Io pins: 25
- Max Freq: 265 MHz
- GR met3 Demand/Resource: 1.36%
- Post-CTS setup buffers: 0
- GRT overflow: 0
- Post-synth top cells: ha_1 (8), inv_1 (5), a21o_1 (3)
- Clock power share: 0%
- Cell mode on critical path: clkdlybuf4s50_1
- Final setup TNS: 0 ns
- Post-synth top area cell: ha_1
- Synth warn: 0
- Die width: 80 µm
- Tmin final: 3.77 ns
- Flop pwr share: 0%
- Max-Slew Margin vs Limit: 77.4%
- Total die size: 6400 µm²
- Critical Path Fanout Max: 4
- WL/cell: about 10 µm
- Routability cong.: 0.756
- Share of cells above drive strength 1: 8.20%
- Fin crit share: a little over nine tenths
- Place WS: 0.219 ns
- Vias after detailed routing: 362
- Least-Margin Pin Slew: 0.338 ns
- GR Util met1: 4.89%
- Log Warnings: 32
- Mapped Area: 328 µm²
- GR Layer Usage met2: 3.77%
- Vias in the first global route: 363
- Chip Area, Yosys: 328 µm²
- Core Area: 3420 µm²
- RSZ-0062 raised after global routing: false
- Cell Chain, Critical Path: clkdlybuf4s50_1 -> ha_1 -> a21o_1 -> a21o_2 -> fa_1 -> xor2_1 -> clkdlybuf4s50_1
- Cell leakage power: 0.270 nW
- Sw power: 0.0288 mW
- Vias per cell: 3.38
- FP Util: 9.60%
- First-pass GRT wire length: 1.64 mm
- DRC Markers: 0
- Synth cell types: 19
- Count of final setup violators: 0
- Status: finished clean
- Synth area leaders: ha_1 (31%), fa_1 (12%), a21o_1 (6.9%), inv_1 (5.7%), xnor2_1 (5.3%)
- # rows: 21
- Data arrival time of the worst path: 2.97 ns
- Post-Syn Area per Cell: 9.11 µm²
- Hold slack: 2.65 ns
- DP Wirelength: 982 µm
- Hold Vio Cnt, Final: 0
- Final WL: 1.07 mm
- Diode count: 0
- Gate Count Post-Synth: 36
- Final worst slack: ~0.23 ns
- Seq share, synth: 0%
- Die H: 80 µm
- Kind of critical path: in2out
==> power by group through the flow <==
stage                 combinational (mW)  sequential [mW]  clock, mW
after CTS                         0.0912                0          0
after global routing              0.0997                0          0
final                             0.0892                0          0
==> stage by stage <==
step	cells	cell area, µm²	total power, mW	utilization [%]
after floorplan	36	328	0.0342	-
after global placement	107	636	0.0890	18.6
after detailed placement	107	636	0.0901	18.6
after CTS	107	636	0.0912	18.6
after global routing	107	636	0.0997	18.6
final	107	636	0.0892	18.6
==> routing by layer <==
layer | wire length, µm | vias to the layer above
met5 | 0 | -
met4 | 0 | 0
met3 | 198 | 0
met2 | 271 | 24
met1 | 595 | 152
li1 | - | 186
==> placed cells by master, fill, tap and decap left out <==
cell,count
nand2b_1,1
a21o_2,1
o21bai_1,1
o21ai_0,1
a21o_1,3
o221ai_1,1
or3_1,1
xor2_1,2
ha_1,8
o211ai_2,1
a211oi_2,1
a31o_2,1
nor3_1,1
xnor2_1,2
a21oi_1,2
o2111a_1,1
inv_1,5
fa_1,2
clkdlybuf4s50_1,25
or3b_2,1
==> cell type report <==
cell class	instances	area, µm²
fill	393	2780
multi-input combinational	31	309
timing repair buffer	25	250
tap	46	57.6
inverter	5	18.8
==> kinds of logic after synthesis <==
| group | count (synthesis) | share of synthesized area [%] |
|---|---|---|
| simple gates | 4 | 8.02 |
| compound gates | 13 | 32.8 |
| buf+inv | 5 | 5.73 |
| fa+ha+maj | 10 | 42.7 |
| xor+xnor | 4 | 10.7 |
==> worst max-delay path by stage <==
| stage | startpoint | to | slack, ns | cells past startpoint |
|---|---|---|---|---|
| 6_report | a[2] | sum[5] | 0.23 | 7 |
| 5_1_grt | a[2] | sum[5] | 0.12 | 7 |
| 4_1_cts | a[2] | sum[5] | 0.21 | 7 |
Power and IR drop assume default switching activity.
